`flow/design.v`:
```
module ds18b20_seg7(
  input        CLOCK_50,               
  input        Q_KEY,                  
  inout        DS18B20,
  input        light_in,
  output [7:0] SEG7_SEG,               
  output [3:0] SEG7_SEL,
  output       enable,
  output       light_out       
);
wire [15:0] t_buf;
ds18b20_drive ds18b20_u0(
  .clk(CLOCK_50),
  .rst_n(Q_KEY),
  .one_wire(DS18B20),
  .temperature(t_buf)
);
seg_dynamic_drive seg7_u0(
  .clk         (CLOCK_50),
  .data        ({t_buf[11:8],t_buf[7:4],t_buf[3:0],4'h0}),
  .dp      (4'b1011),
  .SEG        (SEG7_SEG),
  .SEG_S      (SEG7_SEL)
);
van van_u0(CLOCK_50, Q_KEY, {t_buf[11:8], t_buf[7:4], t_buf[3:0], 4'h0}, enable);
light light_u0(light_in, light_out);
endmodule
module ds18b20_drive(
  input         clk,                   
  input         rst_n,                  
  inout         one_wire,              
  output [15:0] temperature   );          
reg [5:0] cnt;                        
always @ (posedge clk, negedge rst_n)
  if (!rst_n)
    cnt <= 0;
  else
    if (cnt == 49)
      cnt <= 0;
    else
      cnt <= cnt + 1'b1;
reg clk_1us;                            
always @ (posedge clk, negedge rst_n)
  if (!rst_n)
    clk_1us <= 0;
  else
    if (cnt <= 24)                     
      clk_1us <= 0;
    else
      clk_1us <= 1;      
reg [19:0] cnt_1us;                      
reg cnt_1us_clear;                      
always @ (posedge clk_1us)
  if (cnt_1us_clear)
    cnt_1us <= 0;
  else
    cnt_1us <= cnt_1us + 1'b1;
parameter S00     = 5'h00;
parameter S0      = 5'h01;
parameter S1      = 5'h03;
parameter S2      = 5'h02;
parameter S3      = 5'h06;
parameter S4      = 5'h07;
parameter S5      = 5'h05;
parameter S6      = 5'h04;
parameter S7      = 5'h0C;
parameter WRITE0  = 5'h0D;
parameter WRITE1  = 5'h0F;
parameter WRITE00 = 5'h0E;
parameter WRITE01 = 5'h0A;
parameter READ0   = 5'h0B;
parameter READ1   = 5'h09;
parameter READ2   = 5'h08;
parameter READ3   = 5'h18;
reg [4:0] state;                     
reg one_wire_buf;                     
reg [15:0] temperature_buf;           
reg [5:0] step;                        
reg [3:0] bit_valid;                  
always @(posedge clk_1us, negedge rst_n)
begin
  if (!rst_n)
  begin
    one_wire_buf <= 1'bZ;
    step         <= 0;
    state        <= S00;
  end
  else
  begin
    case (state)
      S00 : begin               
              temperature_buf <= 16'h001F; 
              state           <= S0;
            end
      S0 :  begin                       
              cnt_1us_clear <= 1;
              one_wire_buf  <= 0;              
              state         <= S1;
            end
      S1 :  begin
              cnt_1us_clear <= 0;
              if (cnt_1us == 500)        
              begin
                cnt_1us_clear <= 1;
                one_wire_buf  <= 1'bZ;  
                state         <= S2;
              end 
            end
      S2 :  begin
              cnt_1us_clear <= 0;
              if (cnt_1us == 100)        
              begin
                cnt_1us_clear <= 1;
                state         <= S3;
              end 
            end
      S3 :  if (~one_wire)             
              state <= S4;
            else if (one_wire)       
              state <= S0;
      S4 :  begin
              cnt_1us_clear <= 0;
              if (cnt_1us == 400)         
              begin
                cnt_1us_clear <= 1;
                state         <= S5;
              end 
            end        
      S5 :  begin                   
              if      (step == 0)      
              begin
                step  <= step + 1'b1;
                state <= WRITE0;
              end
              else if (step == 1)
              begin
                step  <= step + 1'b1;
                state <= WRITE0;
              end
              else if (step == 2)
              begin                
                one_wire_buf <= 0;
                step         <= step + 1'b1;
                state        <= WRITE01; 
              end
              else if (step == 3)
              begin
                one_wire_buf <= 0;
                step         <= step + 1'b1;
                state        <= WRITE01;                
              end
              else if (step == 4)
              begin
                step  <= step + 1'b1;
                state <= WRITE0;
              end
              else if (step == 5)
              begin
                step  <= step + 1'b1;
                state <= WRITE0;
              end
              else if (step == 6)
              begin
                one_wire_buf <= 0;
                step         <= step + 1'b1;
                state        <= WRITE01;
              end
              else if (step == 7)
              begin
                one_wire_buf <= 0;
                step         <= step + 1'b1;
                state        <= WRITE01;
              end
              else if (step == 8)      
              begin
                step  <= step + 1'b1;
                state <= WRITE0;
              end
              else if (step == 9)
              begin
                step  <= step + 1'b1;
                state <= WRITE0;
              end
              else if (step == 10)
              begin
                one_wire_buf <= 0;
                step         <= step + 1'b1;
                state        <= WRITE01;
              end
              else if (step == 11)
              begin
                step  <= step + 1'b1;
                state <= WRITE0;
              end
              else if (step == 12)
              begin
                step  <= step + 1'b1;
                state <= WRITE0;
              end
              else if (step == 13)
              begin
                step  <= step + 1'b1;
                state <= WRITE0;
              end
              else if (step == 14)
              begin
                one_wire_buf <= 0;
                step         <= step + 1'b1;
                state        <= WRITE01;
              end
              else if (step == 15)
              begin
                step  <= step + 1'b1;
                state <= WRITE0;
              end
              else if (step == 16)
              begin
                one_wire_buf <= 1'bZ;
                step         <= step + 1'b1;
                state        <= S6;                
              end
              else if (step == 17)
              begin
                step  <= step + 1'b1;
                state <= WRITE0;
              end
              else if (step == 18)
              begin
                step  <= step + 1'b1;
                state <= WRITE0;
              end
              else if (step == 19)
              begin
                one_wire_buf <= 0;
                step         <= step + 1'b1;
                state        <= WRITE01;                
              end
              else if (step == 20)
              begin
                step  <= step + 1'b1;
                state <= WRITE01;
                one_wire_buf <= 0;
              end
              else if (step == 21)
              begin
                step  <= step + 1'b1;
                state <= WRITE0;
              end
              else if (step == 22)
              begin
                step  <= step + 1'b1;
                state <= WRITE0;
              end
              else if (step == 23)
              begin
                one_wire_buf <= 0;
                step         <= step + 1'b1;
                state        <= WRITE01;
              end
              else if (step == 24)
              begin
                one_wire_buf <= 0;
                step         <= step + 1'b1;
                state        <= WRITE01;               
              end
              else if (step == 25)     
              begin
                step  <= step + 1'b1;
                state <= WRITE0;
              end
              else if (step == 26)
              begin
                one_wire_buf <= 0;
                step         <= step + 1'b1;
                state        <= WRITE01;                
              end
              else if (step == 27)
              begin
                one_wire_buf <= 0;
                step         <= step + 1'b1;
                state        <= WRITE01;                
              end
              else if (step == 28)
              begin
                one_wire_buf <= 0;
                step         <= step + 1'b1;
                state        <= WRITE01;                
              end
              else if (step == 29)
              begin
                one_wire_buf <= 0;
                step         <= step + 1'b1;
                state        <= WRITE01;
              end
              else if (step == 30)
              begin
                one_wire_buf <= 0;
                step         <= step + 1'b1;
                state        <= WRITE01;
              end
              else if (step == 31)
              begin
                step  <= step + 1'b1;
                state <= WRITE0;
              end
              else if (step == 32)
              begin
                one_wire_buf <= 0;
                step         <= step + 1'b1;
                state        <= WRITE01;
              end
              else if (step == 33)
              begin
                step  <= step + 1'b1;
                state <= S7;
              end 
            end
      S6 :  begin
              cnt_1us_clear <= 0;
              if (cnt_1us == 750000 | one_wire)    
              begin
                cnt_1us_clear <= 1;
                state         <= S0;   
              end 
            end
      S7 :  begin                     
              if      (step == 34)
              begin
                bit_valid    <= 0;
                one_wire_buf <= 0;
                step         <= step + 1'b1;
                state        <= READ0;
              end
              else if (step == 35)
              begin
                bit_valid    <= bit_valid + 1'b1;
                one_wire_buf <= 0;
                step         <= step + 1'b1;
                state        <= READ0;
              end
              else if (step == 36)
              begin
                bit_valid    <= bit_valid + 1'b1;
                one_wire_buf <= 0;
                step         <= step + 1'b1;
                state        <= READ0;
              end
              else if (step == 37)
              begin
                bit_valid    <= bit_valid + 1'b1;
                one_wire_buf <= 0;
                step         <= step + 1'b1;
                state        <= READ0;               
              end
              else if (step == 38)
              begin
                bit_valid    <= bit_valid + 1'b1;
                one_wire_buf <= 0;
                step         <= step + 1'b1;
                state        <= READ0;                
              end
              else if (step == 39)
              begin
                bit_valid    <= bit_valid + 1'b1;
                one_wire_buf <= 0;
                step         <= step + 1'b1;
                state        <= READ0;               
              end
              else if (step == 40)
              begin
                bit_valid    <= bit_valid + 1'b1;
                one_wire_buf <= 0;
                step         <= step + 1'b1;
                state        <= READ0;                
              end
              else if (step == 41)
              begin
                bit_valid    <= bit_valid + 1'b1;
                one_wire_buf <= 0;
                step         <= step + 1'b1;
                state        <= READ0;
              end
              else if (step == 42)
              begin
                bit_valid    <= bit_valid + 1'b1;
                one_wire_buf <= 0;
                step         <= step + 1'b1;
                state        <= READ0;                
              end
              else if (step == 43)
              begin
                bit_valid    <= bit_valid + 1'b1;
                one_wire_buf <= 0;
                step         <= step + 1'b1;
                state        <= READ0;
              end
              else if (step == 44)
              begin
                bit_valid    <= bit_valid + 1'b1;
                one_wire_buf <= 0;
                step         <= step + 1'b1;
                state        <= READ0;                
              end
              else if (step == 45)
              begin
                bit_valid    <= bit_valid + 1'b1;
                one_wire_buf <= 0;
                step         <= step + 1'b1;
                state        <= READ0;                
              end
              else if (step == 46)
              begin
                bit_valid    <= bit_valid + 1'b1;
                one_wire_buf <= 0;
                step         <= step + 1'b1;
                state        <= READ0;                
              end
              else if (step == 47)
              begin
                bit_valid    <= bit_valid + 1'b1;
                one_wire_buf <= 0;
                step         <= step + 1'b1;
                state        <= READ0;                
              end
              else if (step == 48)
              begin
                bit_valid    <= bit_valid + 1'b1;
                one_wire_buf <= 0;
                step         <= step + 1'b1;
                state        <= READ0;                
              end
              else if (step == 49)
              begin
                bit_valid    <= bit_valid + 1'b1;
                one_wire_buf <= 0;
                step         <= step + 1'b1;
                state        <= READ0;                
              end
              else if (step == 50)
              begin
                step  <= 0;
                state <= S0;
              end 
            end            
      WRITE0 :
            begin
              cnt_1us_clear <= 0;
              one_wire_buf  <= 0;                 
              if (cnt_1us == 80)        
              begin
                cnt_1us_clear <= 1;
                one_wire_buf  <= 1'bZ;            
                state         <= WRITE00;
              end 
            end
      WRITE00 :                       
              state <= S5;
      WRITE01 :                       
              state <= WRITE1;
      WRITE1 :
            begin
              cnt_1us_clear <= 0;
              one_wire_buf  <= 1'bZ;   
              if (cnt_1us == 80)        
              begin
                cnt_1us_clear <= 1;
                state         <= S5;
              end 
            end
      READ0 : state <= READ1;          
      READ1 :
            begin
              cnt_1us_clear <= 0;
              one_wire_buf  <= 1'bZ;   
              if (cnt_1us == 10)       
              begin
                cnt_1us_clear <= 1;
                state         <= READ2;
              end 
            end
      READ2 :                          
            begin
              temperature_buf[bit_valid] <= one_wire;
              state                      <= READ3;
            end
      READ3 :
            begin
              cnt_1us_clear <= 0;
              if (cnt_1us == 55)       
              begin
                cnt_1us_clear <= 1;
                state         <= S7;
              end 
            end
      default : state <= S00;
    endcase 
  end 
end 
assign one_wire = one_wire_buf;         
wire [15:0] t_buf = temperature_buf & 16'h07FF;
assign temperature[3:0]   = (t_buf[3:0] * 10) >> 4;
assign temperature[7:4]   = (((t_buf[7:4] * 10) >> 4) >= 4'd10) ? (((t_buf[7:4] * 10) >> 4) - 'd10) : ((t_buf[7:4] * 10) >> 4);
assign temperature[11:8]  = (((t_buf[7:4] * 10) >> 4) >= 4'd10) ? (((t_buf[11:8] * 10) >> 4) + 'd1) + 'd2 : ((t_buf[11:8] * 10) >> 4) + 'd2;
assign temperature[15:12] = temperature_buf[12] ? 1 : 0;
endmodule
module seg_dynamic_drive(
input  clk,
input [15:0] data, 
input  [3:0] dp,  
output reg [3:0] SEG_S,  
output reg [7:0] SEG 
);
reg [16:0] cnt;
always @ (posedge clk) 
 cnt <= cnt + 1'b1; 
reg [3:0] HEX;    
always  @ (posedge clk)
begin
 case(cnt[16:15])  
  2'b00 : HEX <= data[3:0];
  2'b01 : HEX <= data[7:4];
  2'b10 : HEX <= data[11:8]; 
  2'b11 : HEX <= data[15:12];
  default : ;
 endcase
end
always  @ (posedge clk) 
begin
 case(cnt[16:15])
  2'b00 : SEG_S <= 4'b1110;
  2'b01 : SEG_S <= 4'b1101;
  2'b10 : SEG_S <= 4'b1011;
  2'b11 : SEG_S <= 4'b0111;
  default : ;
 endcase
end
always  @ (posedge clk)
begin
 case(cnt[16:15])
  2'b00 : SEG[7] <= dp[0];
  2'b01 : SEG[7] <= dp[1];
  2'b10 : SEG[7] <= dp[2];
  2'b11 : SEG[7] <= dp[3];
  default : ;
 endcase
end
always @ (HEX)
begin
 case(HEX)
      4'h0: SEG[6:0] <= 7'b1000000;     
      4'h1: SEG[6:0] <= 7'b1111001;
      4'h2: SEG[6:0] <= 7'b0100100;
      4'h3: SEG[6:0] <= 7'b0110000;
      4'h4: SEG[6:0] <= 7'b0011001;
      4'h5: SEG[6:0] <= 7'b0010010;
      4'h6: SEG[6:0] <= 7'b0000010;
      4'h7: SEG[6:0] <= 7'b1111000;
      4'h8: SEG[6:0] <= 7'b0000000;
      4'h9: SEG[6:0] <= 7'b0010000;
      4'hA: SEG[6:0] <= 7'b0001000;
      4'hB: SEG[6:0] <= 7'b0000011;
      4'hC: SEG[6:0] <= 7'b1000110;
      4'hD: SEG[6:0] <= 7'b0100001;
      4'hE: SEG[6:0] <= 7'b0000110;
      4'hF: SEG[6:0] <= 7'b0001110;
      default: ;
    endcase
end
endmodule
module van(clk, rst_n, temperature, enable);
input clk, rst_n;
input [15:0] temperature;
output reg enable;
reg next_enable;
always@(posedge clk)begin
    if(!rst_n)begin
        enable <= 1'b0;
    end
    else begin
        enable <= next_enable;
    end
end
always@(*)begin
    if((temperature[15:12]>4'd3) || (temperature[15:12]==4'd2 && temperature[11:8]>4'd5))begin
        next_enable=1'b1;
    end
    else begin
        next_enable=1'b0;
    end
end
endmodule
module light(light_in, light_out);
input light_in;
output light_out;
assign light_out=light_in;
endmodule
```
`flow/run.sh`:
```
#!/bin/bash
# OpenROAD 26Q1-2900-gdf79404cd8, Yosys 0.63+post, stock flow scripts
make -C /OpenROAD-flow-scripts/flow DESIGN_CONFIG=/design/flow/config.mk WORK_HOME=/design/flow/orfs finish
```
`flow/config.mk`:
```
export PLATFORM = sky130hd
export DESIGN_NAME = ds18b20_seg7
export DESIGN_NICKNAME = ds18b20_seg7
export VERILOG_FILES = /design/flow/design.v
export SDC_FILE = /design/flow/constraint.sdc
export NUM_CORES = 4
export LEC_CHECK = 1
export CORE_UTILIZATION = 50
```
`flow/constraint.sdc`:
```
current_design ds18b20_seg7

set clk_period 4.1
set clk_io_pct 0.2

create_clock -name clk0 -period $clk_period [get_ports {CLOCK_50}]

set non_clock_inputs [all_inputs -no_clocks]
set_input_delay [expr $clk_period * $clk_io_pct] -clock clk0 $non_clock_inputs
set_output_delay [expr $clk_period * $clk_io_pct] -clock clk0 [all_outputs]
```
==> results.json <==
{
  "gp_congestion": 0.920,
  "critical-path-max-stage-delay_ns": 0.48,
  "cp.required_ns": 4.26,
  "post_drt_wl_per_cell_microns": 13.4,
  "cts_tree": "yes",
  "r2r_setup_slack_ns": 1.73,
  "clk_path_buf_depth": 2,
  "fin_setup_tns_ns": 0,
  "area_delta_synth_final_pct": 6.52,
  "die_area_sq_mm": 0.0111,
  "dp_hpwl_microns": 7100,
  "ys_seq_share": 0.418,
  "fin_skew_ns": 0.00626,
  "path_max_fanout": 7,
  "cts_buffers": 5,
  "finalHoldViolCount": 0,
  "worst_slew_pin_slew_ns": 0.881,
  "synth_area_sq_mm": 0.00534,
  "unclocked_regs": 59,
  "ys_chip_area_sq_mm": 0.00534,
  "clockPowerShare": 0.484,
  "timing.fmax_mhz": 422,
  "wl_microns": 9630,
  "io_pins": 18,
  "die_h_microns": 105,
  "end_kind": "register",
  "crit_top_cell": "ha_1",
  "rr_worst_depth": 8,
  "grt_pass1_wl_microns": 16800,
  "clockRootBuffer": "clkbuf_8",
  "worstSkewPairLatency_ns": 0.28,
  "synthArstFlopShare": 0.313,
  "grt-ovfl-total": 0,
  "grt_antenna_before_repair": 0,
  "coreArea_sq_mm": 0.0103,
  "worst-path-buf-inv": 1,
  "htreeDepth": 2,
  "drv_cap": 0,
  "ys.flops": 96,
  "sw_frac_of_total": 0.189,
  "avgSynthCellArea_sq_um": 9.19,
  "hold_depth": 1,
  "rsz0062_at_grt": "false",
  "yosysTopAreaCell": "dfxtp_1",
  "slowest_stage": "a31oi_1",
  "drt_iter0_drc": 149,
  "switchingPower_uw": 136,
  "layout_top_cell": "nand2_1",
  "timing_max_transition_violations_final": 0,
  "critPathArrivalTime_ns": 2.53,
  "ir_drop_mv": 0.144,
  "grt_max_degree": 60,
  "drive_above_1_share": 0.0481,
  "grt_util_all_layers": 0.188,
  "period_minus_slack_ns": 2.37,
  "crit_type": "reg2reg",
  "setup_viol": 0,
  "worst-path-stages": 8,
  "final_core_util": 0.551,
  "layoutNonFillerInstCount": 718,
  "clkTransAtPathRegs_ns": 0.08,
  "warnings": 46,
  "rows": 37,
  "path_cells": "ha_1 -> o21ai_0 -> a31oi_1 -> inv_1 -> ha_1 -> nor2b_1 -> a21oi_1 -> o22ai_1",
  "yosysUniqueCellTypes": 72,
  "synth-edff-count": 16,
  "internal_power_uw": 584,
  "drcViolationCount": 0,
  "vias_per_cell": 5.56,
  "firstDrtPassIters": 5,
  "netlist_instances": 581,
  "cts_hold_buf": 0,
  "cp_top_family": "AND-OR/OR-AND gates",
  "share_comb_of_total_power": 0.015,
  "pwr-share-seq": 0.502,
  "p_total_uw": 721,
  "n_antenna_cell": 0,
  "post-cts-setup-buffer-count": 0,
  "yosys.area.top_type_share": 0.187,
  "fp-utilization": 0.517,
  "die_w_microns": 105,
  "topCellsByArea": "dfxtp_1 19%, dfrtp_1 14%, edfxtp_1 9.0%",
  "ys_cells": 581,
  "ys.flop_type": "dfxtp_1",
  "io_buffers": 14,
  "power_density_mw_per_mm2": 127,
  "untimed_endpoints": 74,
  "dr_total_vias": 3991,
  "yosysWarningCount": 9,
  "start_kind": "register",
  "relSlewSlack": 0.411,
  "n_fill_cell": 882,
  "lay_top_cells": "57 x nand2_1, 50 x dfxtp_1, 50 x nor2_1",
  "ant_nets": 0,
  "grt_pass1_vias": 3662,
  "finalClockPeriodUsage": 0.578,
  "status": "finished, final reports clean",
  "cts_resized": 0,
  "hp-class": "reg2reg",
  "p_leak_uw": 0.00232,
  "place_inst": 710
}
power groups by stage:
stage         logic, uW  registers, uW  clock network [uW]
CTS                11.3            361                 359
global route       12.4            361                 375
finish             10.5            361                 349
cell families (layout without fill, tap and decap cells):
group	count (synthesis)	in the layout	synth area share
and+or+nand+nor	244	244	0.237
buffers and inverters	56	56	0.0438
other	1	2	0.000702
DFF	96	96	0.418
xor gates and xnor gates	38	38	0.0623
AOI/OAI and AO/OA	97	97	0.123
muxes	10	10	0.0204
adders and majority gates	39	39	0.0942
area by class of cell:
cell class | count | area (sq um) | area share
Clock buffer | 6 | 93.8 | 0.0165
Clock inverter | 2 | 38.8 | 0.00682
Multi-Input combinational cell | 430 | 2880 | 0.506
Sequential cell | 96 | 2230 | 0.393
Timing Repair Buffer | 16 | 155 | 0.0273
Tap cell | 136 | 170 | 0.0299
Inverter | 32 | 120 | 0.0211
routing by layer:
layer	wire length, microns	share of wire	global-route usage	vias to the layer above
li1	-	-	-	2033
met1	4880	0.51	0.300	1867
met2	4380	0.46	0.302	76
met3	241	0.025	0.0120	15
met4	132	0.014	0.0272	0
met5	0	0	0	-
cells in the mapped netlist, drive strengths merged (7+ instances only):
cell / n
nand2: 57
dfxtp: 50
nor2: 50
ha: 37
nand3: 34
inv: 32
a21oi: 31
dfrtp: 29
xnor2: 20
o21ai: 19
xor2: 18
edfxtp: 16
nand4: 15
nor2b: 15
and3: 12
buf: 12
clkbuf: 12
nor3: 11
nand2b: 10
and2: 8
and4: 7
path summary, 6_finish.rpt:
check	startpoint	end
setup / recovery	seg7_u0.cnt[15]$_DFF_P_	SEG7_SEG[5]$_DFF_P_
hold / removal	seg7_u0.cnt[0]$_DFF_P_	seg7_u0.cnt[0]$_DFF_P_
setup reg to reg	seg7_u0.cnt[15]$_DFF_P_	SEG7_SEG[5]$_DFF_P_
hold reg to reg	seg7_u0.cnt[0]$_DFF_P_	seg7_u0.cnt[0]$_DFF_P_
max in group asynchronous	Q_KEY	ds18b20_u0.clk_1us$_DFF_PN0_
min in group asynchronous	Q_KEY	ds18b20_u0.cnt[3]$_DFF_PN0_
registers in the layout (all words and copies together) (netlist names):
signal	flops
ds18b20_u0.bit_valid	4
ds18b20_u0.step	6
ds18b20_u0.cnt_1us	20
ds18b20_u0.cnt	6
seg7_u0.SEG	1
ds18b20_u0.state	17
seg7_u0.cnt	17
ds18b20_u0.temperature_buf	11
van_u0.enable	1
seg7_u0.SEG_S	4
ds18b20_u0.clk_1us	1
SEG7_SEG	7
ds18b20_u0.cnt_1us_clear	1
stage by stage:
step,instance area (sq um),hold slack (ns),setup slack (ns)
after global placement,5550,0.392,1.85
after floorplan,5340,0.379,2.08
after detailed placement,5550,0.399,1.76
final,5690,0.414,1.73
after CTS,5690,0.419,1.75
after global routing,5690,0.433,1.46
Power and IR drop assume default switching activity.
